$ cat design/flow/run.sh
#!/bin/bash
# OpenROAD 26Q1-2900-gdf79404cd8, Yosys 0.63+post, stock flow scripts
make -C /OpenROAD-flow-scripts/flow DESIGN_CONFIG=/design/flow/config.mk WORK_HOME=/design/flow/orfs finish
$ cat design/flow/config.mk
export PLATFORM = sky130hd
export DESIGN_NAME = EncodedMemory
export DESIGN_NICKNAME = EncodedMemory
export VERILOG_FILES = /design/flow/design.v
export SDC_FILE = /design/flow/constraint.sdc
export NUM_CORES = 4
export LEC_CHECK = 1
export CORE_UTILIZATION = 40
$ cat design/flow/constraint.sdc
current_design EncodedMemory

set clk_period 3.3
set clk_io_pct 0.2

create_clock -name clk0 -period $clk_period [get_ports {CLK}]

set non_clock_inputs [all_inputs -no_clocks]
set_input_delay [expr $clk_period * $clk_io_pct] -clock clk0 $non_clock_inputs
set_output_delay [expr $clk_period * $clk_io_pct] -clock clk0 [all_outputs]
$ cat design/flow/design.v
`timescale 1ns / 1ps
module ROM (
input [2:0] addr, 
output reg [7:0] dataOut);
	always @ (addr) begin
		case(addr)
			3'b000  : dataOut = 8'b00000000;
			3'b001  : dataOut = 8'b01010101;
			3'b010  : dataOut = 8'b10101010;
			3'b011  : dataOut = 8'b00110011;
			3'b100  : dataOut = 8'b11001100;
			3'b101  : dataOut = 8'b00001111;
			3'b110  : dataOut = 8'b11110000;
			3'b111  : dataOut = 8'b11111111;
		endcase
	end
endmodule
module XOR_RAM (
input mode, 
input [2:0] addr, 
input [7:0] dataIn, 
input [7:0] mask, 
input CLK, 
output reg [7:0] dataOut);
	reg [7:0] data [7:0];
	integer i;
	initial begin
		dataOut <= 0;
		for(i = 0; i <= 7; i=i+1)
			data[i] <= 0;
	end
	always@(data[0],data[1],data[2],data[3],data[4],data[5],data[6],data[7],mode,addr) begin
		if(mode)
			dataOut <= data[addr];
	end
	always@(posedge CLK) begin
		if(~mode)
			data[addr] <= dataIn ^ mask;
	end
endmodule
module EncodedMemory (
input mode, 
input [2:0] index, 
input [7:0] number, 
input CLK, 
output [7:0] result);
	wire [7:0] mask;
	ROM R(index, mask);
	XOR_RAM XR(mode, index, number, mask, CLK, result);
endmodule
==> results.cfg <==
; implementation run metrics
[synthesis]
synth.top_cell.area_share = 0.688
yosysWarnings = 2
syn_area_um2 = 2800
top_area_cell = edfxtp_1
yosys_cells = 134
netlist_instances = 134
ys_ff = 72
synthTopCellsByArea = edfxtp_1, mux4_1, dlxtp_1
ys_chip_area_um2 = 2800
synthTopCellsByCount = edfxtp_1, mux4_1, dlxtp_1, mux2_2, xor2_1
ys_types = 21
flop_cell = edfxtp_1
yosys.cell_count.top_type = edfxtp_1
edf_count = 64
async_flop_share = 0
syn_avg_cell_area_um2 = 20.9

[pwr]
p_leak_nw = 1.18
cellPowerDensity_nw_per_um2 = 486
peakVddDrop_mv = 0.251

[global_routing]
grt_pass1_wl_um = 7180
grt_pass1_vias = 1428
antenna_found_initial = 0
grt.total_usage = 0.147
grt_remaining_overflow = 0
grt_max_degree = 14

[die]
num_rows = 30
die-width_um = 85.6
core_area_um2 = 6760
dieArea_um2 = 7330
dieHeight_um = 85.6
core_util_floorplan = 0.414
io_pins = 21

[route]
viasPerCell = 5.04
drtIter0Drc = 87
ant_nets = 0
post_drt_wl_per_cell_um = 17.0
drc = 0
insertedDiodeCount = 0
dr.pass1.iters = 4
finalWirelength_um = 4480
dr_total_vias = 1326

[flow_run]
cap_violations = 0
warnings = 25

[sta]
slew_viol_final = 0
hold_viol = 0
tns_ns = 0
max-slew-margin-rel = 0.603
max_freq_mhz = 425
rsz0062_at_grt = false
setup_violations = 0
untimed_endpoints = 16
worst_pin_slew_ns = 0.592
whs_ns = 1.16
post-route-period-util = 0.713
min_period_ns = 2.35
unclocked_pins = 8

[setup_path]
critPathCaptureType = flip-flop
cp_max_fo = 13
crit_type = input port to flip-flop
worstPathArrival_ns = 2.42
start_kind = input port
crit_required_ns = 3.37

[clock_tree]
htree_levels = 3
cts_setup_buffers = 0
cts_tree = built
cts_hold_buf = 0
cts_buffers = 9
clkTransAtPathRegs_ns = 0.06
clk_path_buf_depth = 2
clock-root-buffer = clkbuf_8
ctsResizeCount = 0

[final_layout]
drive_gt1_frac = 0.213
final-comb-area_um2 = 686
seq_area_um2 = 2040
fin_util = 0.494
fillers = 553
area_growth_pct = 19.3

[place]
gp_congestion = 0.823
hpwl_um = 3300
port_buffers = 20

[min_path]
hp-class = input port to flip-flop
min_path_cells = 2

[run_status]
status = completed
[worst max-delay path, cell delays in order]
cell and delay, ns:
clkdlybuf4s50_1 0.68, buf_4 0.31, maj3_1 0.37, xor2_1 0.40
[per-stage QoR]
step,cell area [um^2],total power [mW],instances,worst slack (ns)
floorplan,2800,1.07,134,1.02
global placement,3190,1.12,247,0.719
detailed placement,3190,1.13,247,0.635
CTS,3340,1.64,263,0.981
global route,3340,1.69,263,0.871
finish,3340,1.62,263,0.946
[worst paths after layout]
path	end	startpoint
setup / recovery	XR.data[7][7]$_DFFE_PP_	index[2]
hold / removal	XR.data[2][1]$_DFFE_PP_	number[1]
[metal layers]
metal | vias up | share of wire | global-route usage
li1 | 635 | - | -
met1 | 639 | 0.42 | 0.226
met2 | 43 | 0.49 | 0.223
met3 | 9 | 0.071 | 0.0664
met4 | 0 | 0.018 | 0.0197
met5 | - | 0 | 0
[final cells by class]
| class | instances | area share |
|---|---|---|
| clock buffer | 15 | 0.0439 |
| clock inverter | 1 | 0.00113 |
| inverter | 2 | 0.00225 |
| multi-input combinational | 53 | 0.206 |
| sequential | 72 | 0.612 |
| tap | 80 | 0.0300 |
| timing repair buffer | 40 | 0.105 |
[registers in the layout, indices dropped and copies added (netlist names)]
register / cells
XR.data: 64
XR.dataOut: 8
[cell usage in the layout, fill, tap and decap left out, types with 2 or more instances in the layout]
cell	instances
o21ai_0	2
nor3_1	4
clkbuf_8	9
nor2_1	4
mux4_1	15
xor2_1	8
mux2_2	8
dlxtp_1	8
clkbuf_1	6
xnor2_1	2
clkdlybuf4s50_1	20
buf_4	20
edfxtp_1	64
nand2_1	5
[power breakdown]
group | switching, mW | total, mW | internal (mW)
logic | 0.0707 | 0.144 | 0.0728
registers | 0.00707 | 0.965 | 0.958
clock network | 0.240 | 0.511 | 0.271
total | 0.317 | 1.62 | 1.30
[logic make-up after synthesis]
family          Yosys count  synth area share
flops                    64             0.688
mux                      24             0.181
simple gates             15            0.0237
xor+xnor                 10            0.0313
buf+inv                   9            0.0242
latches                   8            0.0430
compound gates            3           0.00537
fa+ha+maj                 1           0.00358
No activity file was given, so power comes from the tool's default toggle rates.
