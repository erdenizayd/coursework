==> design/flow/run.sh <==
#!/bin/bash
# OpenROAD 26Q1-2900-gdf79404cd8, Yosys 0.63+post, stock flow scripts
make -C /OpenROAD-flow-scripts/flow DESIGN_CONFIG=/design/flow/config.mk WORK_HOME=/design/flow/orfs finish
==> design/flow/config.mk <==
export PLATFORM = sky130hd
export DESIGN_NAME = IntersectionSimulator
export DESIGN_NICKNAME = IntersectionSimulator
export VERILOG_FILES = /design/flow/design.v
export SDC_FILE = /design/flow/constraint.sdc
export NUM_CORES = 4
export LEC_CHECK = 1
export CORE_UTILIZATION = 30
==> design/flow/constraint.sdc <==
current_design IntersectionSimulator

set clk_period 4.3
set clk_io_pct 0.2

create_clock -name clk0 -period $clk_period [get_ports {action}]
create_clock -name clk1 -period $clk_period [get_ports {clk}]

set non_clock_inputs [all_inputs -no_clocks]
set_input_delay [expr $clk_period * $clk_io_pct] -clock clk0 $non_clock_inputs
set_output_delay [expr $clk_period * $clk_io_pct] -clock clk0 [all_outputs]
==> design/flow/design.v <==
`timescale 1ns / 1ps
module IntersectionSimulator(
	input [2:0] mode,  
	input [4:0] plateIn,
	input action,
	input clk,
	output reg  greenForA,
	output reg  greenForB,
	output reg 	rushHourWarning,
	output reg [3:0]  hour,
	output reg [5:0]  minute,	
	output reg [5:0]  second,
	output reg	am_pm,  
	output reg [4:0]  numOfCarsA,
	output reg [4:0]  numOfCarsB,
	output reg [6:0]  remainingTime,
	output reg [4:0]  blackListDisplay
	);
	reg [4:0] roadA [29:0];
	reg [4:0] roadB [29:0];
	reg [4:0] blackList [30:0];
	reg [6:0] current_turnA;
	reg [6:0] current_turnB;
	integer i;
	reg [4:0] headA;
	reg [4:0] headB;
	reg [4:0] headBl;
	reg [4:0] tailA;
	reg [4:0] tailB;
	reg [4:0] tailBl;
	reg isA;
	initial begin
		greenForA=1;
		greenForB=0;
		rushHourWarning=0;
		hour=6;
		minute=0;
		second=0;
		am_pm=0;
		numOfCarsA=0;
		numOfCarsB=0;
		remainingTime=50;
		blackListDisplay=0;
		current_turnA = 40;
		current_turnB = 50;
		isA = 1;
		headA = 0;
		headB = 0;
		headBl = 0;
		tailA = 0;
		tailB = 0;
		tailBl = 0;
		for(i = 0; i <= 29; i = i + 1) 
			roadA[i] <= 5'b00000;
		for(i = 0; i <= 29; i = i + 1)
			roadB[i] <= 5'b00000;
		for(i = 0; i <= 30; i = i + 1)
			blackList[i] <= 5'b00000;
	end
	always@(posedge action)
	begin
		if(mode == 3'b000) begin
			if(numOfCarsA > 0) begin
				if(greenForA == 0) begin		
					if(tailBl == 29) begin
						tailBl <= 0;
						blackList[tailBl] <= roadA[headA];
					end
					else begin
						tailBl <= tailBl + 1;
						blackList[tailBl] <= roadA[headA];
					end
				end
				if(headA == 29) begin
					headA = 0;
					numOfCarsA = numOfCarsA - 1;
				end
				else begin
					headA = headA + 1;
					numOfCarsA = numOfCarsA - 1;
				end
			end
		end
		if(mode == 3'b001) begin
			if(numOfCarsB > 0) begin
				if(greenForB == 0) begin				
					if(tailBl == 29) begin
						tailBl <= 0;
						blackList[tailBl] <= roadB[headB];
					end
					else begin
						tailBl <= tailBl + 1;
						blackList[tailBl] <= roadB[headB];
					end
				end
				if(headB == 29) begin
					headB <= 0;
					numOfCarsB = numOfCarsB - 1;
				end
				else begin
					headB <= headB + 1;
					numOfCarsB = numOfCarsB - 1;
				end
			end
		end
		if(mode == 3'b010) begin
			if(tailA == 29) begin
				tailA <= 0;
				roadA[tailA] <= plateIn;
				numOfCarsA = numOfCarsA + 1;
			end
			else begin
				tailA <= tailA + 1;
				roadA[tailA] <= plateIn;
				numOfCarsA = numOfCarsA + 1;
			end
		end
		if(mode == 3'b011) begin
			if(tailB == 29) begin
				tailB <= 0;
				roadB[tailB] <= plateIn;
				numOfCarsB = numOfCarsB + 1;
			end
			else begin
				tailB <= tailB + 1;
				roadB[tailB] <= plateIn;
				numOfCarsB = numOfCarsB + 1;
			end 
		end
	end
	always @(posedge clk)
	begin
		if(mode === 3'b1xx) begin
			if((hour == 9 && am_pm == 0) || (hour == 7 && am_pm == 1))
				rushHourWarning = 0;
			if(headBl == tailBl) begin
				blackListDisplay <= 0;
			end
			else begin
				if(headBl == 30) begin
					blackListDisplay <= blackList[headBl];
					headBl = 0;
				end
				else begin
					blackListDisplay <= blackList[headBl];
					headBl = headBl + 1;
					if(blackList[headBl] == 5'b00000)
						headBl = 0;
				end
			end
		end
		else begin
			headBl = 0;
			if(((hour >= 7) && (hour < 9) && (am_pm == 0)) || ((hour >= 5) && (hour < 7) && (am_pm == 1)) )
				rushHourWarning = 1; 
			else
				rushHourWarning = 0;
			if((hour == 12) && (minute == 0) && (second == 0) && (am_pm == 0)) begin
				tailBl = 0;
				headBl = 0;
			end 
			if(second == 59) begin
				second = 0;
				if(minute == 59) begin
					if(hour == 11) begin
						hour = 12;
						am_pm = ~am_pm;
					end
					else if(hour == 12) begin
						hour = 1;
					end
					else begin
						hour = hour + 1;
					end
					minute = 0;
				end
				else begin
					minute = minute + 1;
				end		
			end
			else begin
				second = second + 1;
			end
			if(remainingTime == 1) begin
				if(greenForA == 1) begin
					isA = 0;
					greenForA = 0;
					remainingTime = remainingTime - 1;
				end
				else if(greenForB == 1) begin
					isA = 1;
					greenForB = 0;
					remainingTime = remainingTime - 1;
				end
			end
			else if(remainingTime > 1) begin
				remainingTime = remainingTime - 1;
			end
			else if(remainingTime == 0) begin
				if(isA == 1) begin
					if((numOfCarsA >= 0) && (numOfCarsA <= 10)) begin
						current_turnA = current_turnA + 5;
						if((rushHourWarning == 1) && (current_turnA > 60)) begin
							current_turnA = 60;
						end
						else if((rushHourWarning == 0) && (current_turnA > 70)) begin
							current_turnA = 70;
						end
					end
					else if(numOfCarsA >= 20) begin
						current_turnA = current_turnA - 5;
						if((rushHourWarning == 1) && (current_turnA < 30)) begin
							current_turnA = 30;
						end
						else if((rushHourWarning == 0) && (current_turnA < 40)) begin
							current_turnA = 40;
						end
					end
					remainingTime = current_turnB;
					greenForA = 1;
				end
				else begin
					if((numOfCarsB >= 0) && (numOfCarsB <= 10)) begin
						current_turnB = current_turnB + 5;
						if((rushHourWarning == 1) && (current_turnB > 70)) begin
							current_turnB = 70;
						end
						else if((rushHourWarning == 0) && (current_turnB > 80)) begin
							current_turnB = 80;
						end
					end
					else if(numOfCarsB >= 20) begin
						current_turnB = current_turnB - 5;
						if((rushHourWarning == 1) && (current_turnB < 40)) begin
							current_turnB = 40;
						end
						else if((rushHourWarning == 0) && (current_turnB < 50)) begin
							current_turnB = 50;
						end
					end
					remainingTime = current_turnA;
					greenForB = 1;
				end
			end
		end
	end
endmodule
==> metrics.log <==
[report] implementation figures
[metrics] largest net degree at the start of global routing: 21
[metrics] standard-cell row count: 41
[metrics] depth of the worst hold-timing path: 1
[metrics] critical path peak fanout: 18
[metrics] DIE HEIGHT: 116 um
[metrics] overall overflow remaining after global route: 0
[metrics] Antenna Cells: 0
[metrics] average footprint of a synthesized cell: 9.32 um^2
[metrics] Crit path max-delay family: simple AND/OR/NAND/NOR gates
[metrics] launch point of the worst reg-to-reg path: hour[0]$_SDFFCE_PP0P_
[metrics] largest area contributor in the synthesized netlist: sky130_fd_sc_hd__edfxtp_1
[metrics] final setup skew: 0.00794 ns
[metrics] peak supply drop: 354 uV
[metrics] chip area: 0.0135 mm^2
[metrics] number of enable-type register cells in the synthesized netlist: 47
[metrics] DP Wirelength: 6290 um
[metrics] worst stage delay on the critical path: approximately 0.48 ns
[metrics] PostCTS Resize Cnt: 0
[metrics] CP max-delay cell: sky130_fd_sc_hd__or3b_2
[metrics] cell chain of the critical path: clkdlybuf4s50_1 -> buf_4 -> or3b_2 -> nor2_1 -> nor2_1 -> a21oi_1 -> ha_1 -> nand2_1 -> nor3_1 -> a21oi_1 -> o21ai_0
[metrics] Setup violations, final: 0
[metrics] initial standard-cell utilization of the core: slightly above 30%
[metrics] total detailed-routing wirelength: 8680 um
[metrics] end-of-flow core utilization: between 30% and 40%
[metrics] crit end category: flip-flop
[metrics] # hold bufs at CTS: 0
[metrics] initial antenna violation count: 0
[metrics] reg-to-reg critical path endpoint: current_turnB[2]$_DFFE_PP_
[metrics] number of search-and-repair iterations in the first detailed-routing pass: 4
[metrics] Worst Tran Pin Value: 0.879 ns
[metrics] synth-to-layout area growth: 22.3%
[metrics] CTS sink cnt: around 57
[metrics] DIE WIDTH: 116 um
[metrics] setup_tns: 0 ns
[metrics] clock transition at the registers of the reported paths: roughly 0.04 ns
[metrics] initial DRC count: 188
[metrics] Crit Path Class: input port to flip-flop
[metrics] largest cells by area after synthesis: sky130_fd_sc_hd__edfxtp_1, sky130_fd_sc_hd__ha_1, sky130_fd_sc_hd__dfxtp_1
[metrics] Post-Place Worst Slack: 1.01 ns
[metrics] startpoint of the most critical setup path: mode[2]
[metrics] MI comb area: 0.00217 mm^2
[metrics] number of instances in the synthesized netlist: between 400 and 500
[metrics] number of cell instances on the worst register-to-register path: 8
[metrics] fillers: 1229
[metrics] count of buffer and inverter cells on the critical path: 2
[metrics] number of buffers inserted to repair setup after CTS: 0
[metrics] Final WS setup: between 1 and 1.5 ns
[metrics] global-route wire length before repair: 14400 um
[metrics] Synth Warn #: 11
[metrics] area used by sequential logic in the layout: 0.00161 mm^2
[metrics] top cell type by instance count after synthesis: sky130_fd_sc_hd__edfxtp_1
[metrics] area share of the largest cell type after synthesis: 36.0%
[metrics] most common library cells after synthesis: sky130_fd_sc_hd__edfxtp_1, sky130_fd_sc_hd__nor2_1, sky130_fd_sc_hd__nand2_1
[metrics] power density relative to cell area: around 400 mW/mm^2
[metrics] static leakage power: 0.00174 uW
[metrics] Seq cells post-synth: 57
[metrics] count of port buffers added during placement: 45
[metrics] share of the yosys chip area belonging to registers: around two fifths
[metrics] Hold/Removal Path Class: flip-flop to flip-flop
[metrics] number of global-route vias before repair: 2964
[metrics] total via count after detailed routing: 3251
[metrics] CP required: around 4.5 ns
[metrics] max-capacitance violation count: 0
[metrics] total DRC errors in the routed layout: 0
[metrics] wire per inst: 13.6 um
[metrics] Netlist cell types: 62
[metrics] placeable core region: 0.0127 mm^2
[metrics] I/O pin cnt: 52
[metrics] outcome: complete, no violations
[metrics] worst hold start: numOfCarsA[0]$_DFF_P_
[metrics] post-route ant nets: 0
[metrics] RSZ-0062 raised after global routing: no
[metrics] data arrival at the endpoint of the critical path: between 3 and 4 ns
[metrics] final hold vios: 0
[metrics] layout cell share with drive strength beyond 1: under 10%
[metrics] final weighted congestion in routability-driven placement: 0.927
[metrics] Async S/R FF share, synth: 0%
[metrics] number of max-slew violations in the final report: 0
[metrics] clock tree from TritonCTS: done
[metrics] Via density: approximately 5.1
[metrics] flip-flop cell with the highest count after synthesis: sky130_fd_sc_hd__edfxtp_1
[metrics] yosys synthesis chip area: approximately 0.004 mm^2
[metrics] number of cells in Yosys stat: roughly 420
[metrics] relative slew slack: 41.4%
[metrics] end point of the critical path: numOfCarsB[4]$_DFF_P_
[metrics] area of the mapped netlist: 0.00392 mm^2
[metrics] R2R Setup Slk: 1.57 ns
[metrics] category of the worst setup path launch point: input port
[metrics] logic depth of the worst path, buffers included: 11
[metrics] tool warning count: 39
[metrics] GR Util All Layers: between 10% and 20%
-- worst min-delay path by stage --
stage | to | slack [ns]
4_1_cts | numOfCarsA[0]$_DFF_P_ | 0.53
5_1_grt | numOfCarsA[0]$_DFF_P_ | 0.55
6_report | numOfCarsA[0]$_DFF_P_ | 0.53
-- power breakdown --
group / switching [uW] / internal, uW
Combinational: 206 / 262
Clock: 218 / 412
Sequential: 114 / 682
-- stage by stage --
| step | hold slack, ns | instance area [um^2] | total power (uW) | std cells |
|---|---|---|---|---|
| 2_1_floorplan | 0.471 | 3940 | 1060 | 425 |
| 3_3_place_gp | 0.526 | 4550 | 1260 | 625 |
| 3_5_place_dp | 0.520 | 4550 | 1270 | 625 |
| 4_1_cts | 0.533 | 4800 | 1910 | 637 |
| 5_1_grt | 0.549 | 4800 | 2010 | 637 |
| 6_report | 0.525 | 4800 | 1890 | 637 |
-- cells in the final DEF (no fill, tap or decap), drive strengths merged, types with 18 or more instances in the layout --
cell / instances
clkdlybuf4s50: 45
a21oi: 30
edfxtp: 47
nand2: 31
nor2: 34
xnor2: 20
ha: 18
inv: 21
nand3: 20
o21ai: 27
-- layout make-up --
class	instances	share of cell area [%]
Multi-Input combinational cell	327	45.2
Tap cell	172	4.49
Inverter	21	1.64
Clock buffer	9	4.46
Timing Repair Buffer	48	9.86
Clock inverter	3	0.808
Sequential cell	57	33.6
-- routing by layer --
metal  wire length, um  global-route usage (%)
met1              4180                    20.5
met2              3970                    21.8
met3               413                    2.27
met4               114                    1.97
met5                 0                       0
-- kinds of logic after synthesis --
group                    Yosys count  share of synthesized area (%)
adder cells (fa/ha/maj)           18                           5.74
AND/OR/NAND/NOR                  145                           19.1
flip-flops                        57                           41.1
buffers and inverters             41                           4.15
AND-OR/OR-AND                    116                           19.8
other                              1                         0.0956
multiplexers                      11                           2.87
XOR/XNOR                          32                           7.14
-- flip-flops by register name (all words and copies together), names as in the netlist --
name and count:
greenForA 1, remainingTime 7, current_turnA 7, minute 6
hour 4, blackListDisplay 5, second 6, isA 1
rushHourWarning 1, numOfCarsB 5, am_pm 1, numOfCarsA 5
greenForB 1, current_turnB 7
No activity file was given, so power comes from the tool's default toggle rates.
